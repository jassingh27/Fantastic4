==> flow/design.v <==
module UART_RX (
    input wire clk,                 
    input wire rst,                 
    input wire rx,                  
    output reg data_received        
);
    reg [3:0] detect_count = 4'd0;   
    always @(posedge clk or posedge rst) begin
        if (rst) begin
            data_received <= 0;     
            detect_count <= 0;      
        end else begin
            if (rx) begin
                detect_count <= detect_count + 1;  
                if (detect_count >= 4'd4) begin    
                    data_received <= 1;          
                end
            end else begin
                detect_count <= 0;      
            end
        end
    end
endmodule
module GPS_Parser (
    input wire data_received,        
    input wire [7:0] gps_data,      
    output wire [15:0] latitude,    
    output wire [15:0] longitude    
);
    reg [7:0] gps_buffer [0:3];      
    reg [2:0] buffer_index = 3'b000;  
    reg parsing = 1'b0;              
    reg [7:0] latitude_h;             
    reg [7:0] latitude_l;             
    reg [7:0] longitude_h;            
    reg [7:0] longitude_l;            
    always @(posedge data_received) begin
        if (data_received) begin
            gps_buffer[buffer_index] <= gps_data;   
            if (buffer_index == 3'b011) begin       
                parsing <= 1'b1;                    
            end
            buffer_index <= buffer_index + 1;       
        end
    end
    always @(posedge parsing) begin
        if (parsing) begin
            latitude_h <= gps_buffer[0];            
            latitude_l <= gps_buffer[1];            
            longitude_h <= gps_buffer[2];           
            longitude_l <= gps_buffer[3];           
        end
    end
    assign latitude = {latitude_h, latitude_l};      
    assign longitude = {longitude_h, longitude_l};    
endmodule
module LED_Display (
    input wire data_received,         
    input wire [7:0] gps_data,       
    output wire [7:0] leds           
);
    assign leds = data_received ? gps_data : 8'b00000000;   
endmodule
module TOP_MODULE (
    input wire clk,                   
    input wire rst,                   
    input wire rx,                    
    input wire [7:0] gps_data,        
    output wire [7:0] leds,           
    output wire [15:0] latitude,      
    output wire [15:0] longitude     
);
    wire data_received;               
    UART_RX uart_rx (
        .clk(clk),
        .rst(rst),
        .rx(rx),
        .data_received(data_received)   
    );
    GPS_Parser gps_parser (
        .data_received(data_received),
        .gps_data(gps_data),
        .latitude(latitude),
        .longitude(longitude)           
    );
    LED_Display led_display (
        .data_received(data_received),
        .gps_data(gps_data),
        .leds(leds)                     
    );
endmodule
==> flow/run.sh <==
#!/bin/bash
# OpenROAD 26Q1-2900-gdf79404cd8, Yosys 0.63+post, stock flow scripts
make -C /OpenROAD-flow-scripts/flow DESIGN_CONFIG=/design/flow/config.mk WORK_HOME=/design/flow/orfs finish
==> flow/config.mk <==
export PLATFORM = sky130hd
export DESIGN_NAME = TOP_MODULE
export DESIGN_NICKNAME = TOP_MODULE
export VERILOG_FILES = /design/flow/design.v
export SDC_FILE = /design/flow/constraint.sdc
export NUM_CORES = 4
export LEC_CHECK = 1
export CORE_UTILIZATION = 30
==> flow/constraint.sdc <==
current_design TOP_MODULE

set clk_period 1.8
set clk_io_pct 0.2

create_clock -name clk0 -period $clk_period [get_ports {clk}]

set non_clock_inputs [all_inputs -no_clocks]
set_input_delay [expr $clk_period * $clk_io_pct] -clock clk0 $non_clock_inputs
set_output_delay [expr $clk_period * $clk_io_pct] -clock clk0 [all_outputs]
==> summary.txt <==
Results of the implementation run.

The min-delay analysis places its worst path in the category in2async. The post-synthesis area per instance came out at 19.69 sq um. The maximum fanout along the worst path is 2. After routing, the total negative slack on setup checks comes to 0 ns. The top cell family by delay on the critical path is buffers and inverters.

The register clock-pin slew on the reported worst setup and hold paths is 0.04 ns. The area growth from synthesis to layout is 38.25%. The slowest cell on the critical path is clkdlybuf4s50_1. The aggregate routed wire length came out at 2994 microns. According to the floorplan report, the die width is 84.23 microns.

The power report lists cell-internal power as 0.0007244 W. The worst-margin pin slew came out at 0.7825 ns. The total core area is 6422 sq um. At the worst endpoint, the required time is 1.44 ns. The yosys stat cell total is 103. In the final run the clock tree shows a worst skew of 0.003666 ns. The count of endpoints without a timing constraint came out at 132.

The combinational cell fraction of total power came out at 0.311. The final worst setup slack is 0.02029 ns. The remaining global-route overflow came out at 0. The highest clock rate is 561.9 MHz. The fraction of power spent switching nets came out at 0.1948. Buffers placed on the I/O ports in this run total 50. The final-layout worst hold slack is 0.3411 ns. The logic area is 195.2 sq um.

The post-route non-filler standard cell count is 244. The power report attributes to the clock group a share of 0.228. The remaining antenna violation count came out at 0. Setup repair after global routing left no endpoint under its margin. The number of detailed-routing iterations run before antenna repair is 21. Of the cells placed in the final design, the portion with a size suffix greater than 1 is 0.08982. The master cell of the clock root buffer is clkbuf_8. Per STA, the worst path is made up of clkdlybuf4s50_1, and2_1, clkdlybuf4s50_1. The maximum resistive drop on vdd came out at 0.5074 mV.

In this run the vertical extent of the chip is 84.23 microns. Hold repair after CTS inserted 0 buffers. The buffer-and-inverter tally for the worst setup path came out at 2. At the end of routability-driven placement, the weighted congestion stood at 0.7232. The total CTS buffers is 3. The flow ran to the end, and the final reports show no timing, DRC or antenna violations. TritonCTS built the clock tree. The warning count from the yosys run came out at 2. The count of unclocked register or latch pins is 68. The fill cell total of the finished layout came out at 533. The antenna diode count came out at 0. The number of cells in the design after placement is 239.

The total number of H-tree levels came out at 1. The worst setup path is launched from an input port. Among the stages of the critical path, the cell type that occurs most often is clkdlybuf4s50_1.

The synthesized netlist occupies a cell area of 2028 sq um. OpenSTA, run right after detailed placement, puts the worst setup slack at 0.01489 ns. The headroom to the max-slew limit is 0.4784. The worst setup path is captured at an output port. The shortest clock period the worst path allows after layout came out at 1.780 ns. Per the skew report, the later register of the worst-skew pair sees a clock latency of 0.22 ns.

The report lists the power per cell area as 320.9 nW/um^2. The maximum buffer depth of the clock tree is 2. The switching power total came out at 0.0001753 W.

The floorplan utilization is 0.3158. The final number of max-transition violations came out at 0. TritonRoute output was used to compute an average wire per cell of 12.27 microns. The number of maximum-capacitance constraint violations came out at 0. The floorplan report gives the top-level pin count as 51. Entering global routing, the biggest net connects 33 pins. The number of logged tool warnings is 28. In the Yosys stats the netlist draws on 14 distinct library cells. The global-route usage over all layers is 0.08978. The via count of the first global-routing pass was 1042.

The mean number of vias per cell came out at 4.037. The data arrival at the endpoint of the critical path is 1.42 ns. The analysis attributes to cell leakage a power of 1.176 nW. The routed layout has 985 vias. The portion of the clock cycle consumed by the worst path in the final layout came out at 0.9887. In this design, the stage delay of the slowest critical-path cell is 0.48 ns. The total area of sequential cells came out at 1818 sq um.

The global-route wire length before repair came out at 4795 microns. The synthesized flop and latch total is 73. The share of the yosys chip area belonging to registers is 0.8957. The overall die size recorded for this design is 7094 sq um. The number of remaining DRC errors came out at 0.

The cell count after synthesis came out at 103. The number of antenna violations at the first check in global routing came out at 0. Setup violations remaining at the end of the flow were counted as 0. The half-perimeter wire length after placement is 2032 microns. The number of DRC markers in iteration 0 came out at 33. The share of total power dissipated in sequential elements is 0.461. Looking at the setup timing report, the critical path kind is in2out. The total count of hold-check failures in the final report is 0. The row count came out at 29. The post-synth area from yosys stat is 2028 sq um.
flip-flops by register name, summed over array words and instances, names as in the netlist:
register	count
gps_parser.buffer_index	3
gps_parser.gps_buffer	32
gps_parser.parsing	1
latitude	16
longitude	16
uart_rx.data_received	1
uart_rx.detect_count	4
routing by layer:
metal / global-route usage / routed length (microns)
met5: 0 / 0
met4: 0.004702 / 7
met3: 0.02590 / 220
met2: 0.1624 / 1521
met1: 0.1175 / 1245
synthesized netlist by cell type:
| library cell | instances | area [sq um] |
|---|---|---|
| edfxtp_1 | 33 | 991.0 |
| xor2_1 | 1 | 8.760 |
| mux2i_1 | 1 | 10.01 |
| nor2b_1 | 1 | 6.260 |
| nand2_1 | 1 | 3.750 |
| nand3_1 | 1 | 5.000 |
| ha_1 | 6 | 75.07 |
| conb_1 | 1 | 3.750 |
| o21ai_0 | 1 | 5.000 |
| dfxtp_1 | 35 | 700.7 |
| inv_1 | 5 | 18.77 |
| and2_1 | 10 | 62.56 |
| nand2b_1 | 2 | 12.51 |
| dfrtp_1 | 5 | 125.1 |
final timing paths:
kind,start,end,slack (ns),cells past startpoint
min in group clk0,uart_rx.detect_count[0]$_DFF_PP0_,uart_rx.detect_count[0]$_DFF_PP0_,0.49,1
min reg2reg,uart_rx.detect_count[0]$_DFF_PP0_,uart_rx.detect_count[0]$_DFF_PP0_,0.49,1
max,gps_data[0],leds[0],0.02,3
max in group asynchronous,rst,uart_rx.data_received$_DFFE_PP0P_,1.28,2
min,rst,uart_rx.detect_count[2]$_DFF_PP0_,0.34,2
max reg2reg,uart_rx.detect_count[0]$_DFF_PP0_,uart_rx.detect_count[2]$_DFF_PP0_,0.76,3
area by class of cell:
type                            count  share of cell area
Sequential cell                    73              0.6484
Clock buffer                        4             0.01606
Tap cell                           77             0.03436
Timing Repair Buffer               60              0.2249
Inverter                            5            0.006693
Multi-Input combinational cell     25             0.06961
cell families after synthesis:
| family | share of synthesized area |
|---|---|
| compound gates | 0.002465 |
| xor+xnor | 0.004319 |
| fa+ha+maj | 0.03701 |
| buf+inv | 0.009255 |
| flops | 0.8957 |
| mux | 0.004935 |
| other cells | 0.001849 |
| simple gates | 0.04441 |
timing repair:
item,in CTS,in global routing
setup buffers,0,0
gates cloned,1,0
setup endpoints to repair,1,7
pin swaps,0,3
gates resized,1,8
placed cells by master, fill, tap and decap left out, drive strengths merged:
cell            n
clkdlybuf4s50  43
buf             9
dlymetal6s2s    7
edfxtp         33
clkbuf          4
xor2            1
inv             5
nor2b           1
dfxtp          35
nand2b          2
nand3           1
mux2i           1
and2           10
nand2           1
dfrtp           5
o21ai           1
ha              6
conb            1
bufbuf          1
stage by stage:
stage          cell area, sq um    util  total power, W
3_3_place_gp               2705  0.4212       0.0006257
4_1_cts                    2784  0.4335       0.0009087
3_5_place_dp               2705  0.4212       0.0006364
6_report                   2804  0.4366       0.0008997
2_1_floorplan              2028       -       0.0004687
5_1_grt                    2804  0.4366       0.0009410
power by group through the flow:
stage	Clock [W]	Sequential (W)	Combinational (W)
5_1_grt	0.000220	0.000417	0.000304
4_1_cts	0.000209	0.000414	0.000286
6_report	0.000205	0.000415	0.000279
Power and IR drop assume default switching activity.
